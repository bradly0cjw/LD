==> /design/flow/design.v <==
module Mul_4X2(
    input[2:0]A,
    input[3:0]B,
    output[6:0]C
    );
    wire[2:0]X1;
    wire[3:0]Y1;
    wire[3:0]X2;
    wire[3:0]Y2;
    and G1(C[0],B[0],A[0]);
    and G2(X1[0],B[1],A[0]);
    and G3(X1[1],B[2],A[0]);
    and G4(X1[2],B[3],A[0]);
    and G5(Y1[0],B[0],A[1]);
    and G6(Y1[1],B[1],A[1]);
    and G7(Y1[2],B[2],A[1]);
    and G8(Y1[3],B[3],A[1]);
    and G9(Y2[0],B[0],A[2]);
    and G10(Y2[1],B[1],A[2]);
    and G11(Y2[2],B[2],A[2]);
    and G12(Y2[3],B[3],A[2]);
    ripple_carry_4_bit_adder Adder1(
            .S({X2[2],X2[1],X2[0],C[1]}),
            .C4(X2[3]),
            .A({0,X1[2],X1[1],X1[0]}),
            .B(Y1),
            .C0(0)
        );
    ripple_carry_4_bit_adder Adder2(
            .S({C[5],C[4],C[3],C[2]}),
            .C4(C[6]),
            .A(X2),
            .B(Y2),
            .C0(0)
        );
endmodule
module half_adder (S, C, x, y);
  output 	S, C;
  input	x, y;
  xor (S, x, y);
  and (C, x, y);
endmodule
module full_adder (S, C, x, y, z);
  output 	S, C;
  input	x, y, z;
  wire	S1, C1, C2;
  half_adder HA1 (S1, C1, x, y);
  half_adder HA2 (S, C2, S1, z);
  or G1 (C, C2, C1);
endmodule
module ripple_carry_4_bit_adder ( S, C4, A, B, C0);
  output [3: 0] 	S;
  output	C4;
  input [3: 0]	A, B;
  input		C0;
  wire 		C1, C2, C3;	 
  full_adder	
	FA0 (S[0],C1,A[0],B[0],C0),
	FA1 (S[1],C2,A[1],B[1],C1),
	FA2 (S[2],C3,A[2],B[2],C2), 
	FA3 (S[3],C4,A[3],B[3],C3);
endmodule
==> /design/flow/run.sh <==
#!/bin/bash
# OpenROAD 26Q1-2900-gdf79404cd8, Yosys 0.63+post, stock flow scripts
make -C /OpenROAD-flow-scripts/flow DESIGN_CONFIG=/design/flow/config.mk WORK_HOME=/design/flow/orfs finish
==> /design/flow/config.mk <==
export PLATFORM = sky130hd
export DESIGN_NAME = Mul_4X2
export DESIGN_NICKNAME = Mul_4X2
export VERILOG_FILES = /design/flow/design.v
export SDC_FILE = /design/flow/constraint.sdc
export NUM_CORES = 4
export LEC_CHECK = 1
export CORE_AREA = 10 10 70 70
export DIE_AREA = 0 0 80 80
==> /design/flow/constraint.sdc <==
current_design Mul_4X2

set clk_period 3.0
set clk_io_pct 0.2

create_clock -name clk0 -period $clk_period

set non_clock_inputs [all_inputs -no_clocks]
set_input_delay [expr $clk_period * $clk_io_pct] -clock clk0 $non_clock_inputs
set_output_delay [expr $clk_period * $clk_io_pct] -clock clk0 [all_outputs]
==> flow_summary.toml <==
# synthesis and place-and-route metrics
[outcome]
outcome = "finished with violations"
violations = "negative setup slack"

[critical_path]
crit_type = "in -> out"
critPathMaxFanout = 2
crit_chain = "buf_8, and2_4, ha_4, fa_2, inv_2, fa_1, inv_2, fa_2, fa_2, inv_2, fa_2, inv_2, buf_2"
start_kind = "input pin"
crit_path_end_kind = "output port"
cp_top_family = "adder cells"
arrival_ps = 2970
worst-path-stages = 13
critPathMaxStageDelay_ps = 490
crit_slowest_cell = "fa_1"
worst_ep_required_time_ps = 2400
crit_buf_inv = 6

[routing]
dr.pass1.iters = 2
ant_nets = 0
n_antenna_cell = 0
routed-via-count = 227
drc = 0
via_per_inst = 2.49
drt-total-wl_um = 676
wl_per_cell_um = 7.43
initialDrtViolationCount = 9

[placement]
dp.cells = 90
hpwlAfterDp_um = 618
place.gp.congestion = 0.752
port_buffers = 14
dpl-instance-area_um2 = 479

[cells_and_area]
drive_gt1_share_pct = 60.0
stdcell_area_um2 = 478
nClkBuffers = 0
fillers = 390
instances_no_fill = 91
lay_top_cells = "and2_1, inv_2"
final_common_cell = "and2_1"
flops = 0
syn2layout_area_growth_pct = 72.9
fin_util_pct = 14.0
regArea_um2 = 0

[power]
leakagePower_nw = 0.213
switching_share_pct = 35.0
power_switching_uw = 21.8
p_total_uw = 62.2
seqPwrFrac_pct = 0
peakVddDrop_mv = 0.0157
power.density_mw_per_mm2 = 130
comb_power_share_pct = 100.0
p_clk_share_pct = 0
intPower_uw = 40.4

[yosys]
synthesis.area_um2 = 277
ys_types = 6
synth.avg_cell_area_um2 = 8.38
ys_seq_share_pct = 0
ys_cells = 33
ys_warn_count = 3
synth_cells = 33
synth-area-yosys_um2 = 277

[sta]
hold_viol = 0
tns_ps = -1110
slew_headroom_pct = 93.9
worst_pin_slew_ps = 90.7
rsz0062_at_grt = "true"
setup_ws_ps = -567
slew_violations = 0
max_clock_freq_mhz = 280
layout_min_cycle_time_ps = 3570
post-route-period-util_pct = 119
report.final.setup_viol = 4

[floorplan]
die_h_um = 80
fp-utilization_pct = 8.10
fp-row-count = 21
core_region_area_mm2 = 0.00342
die_w_um = 80
ios = 14
die_area_mm2 = 0.00640

[grt]
grt_pass1_wl_um = 1120
antenna_found_initial = 0
grt-ovfl-total = 0
grt_max_degree = 5
grt_pass1_vias = 244
grt_util_all_layers_pct = 2.09

[job]
maxCapViolCount = 0
tool_warnings = 35

[clock_tree]
ctsHoldBuffers = 0

[min_path]
hold_class = "in -> out"
hold-path-cell-count = 4
## Yosys cell counts
cell / instances / area, um^2
and2_1: 9 / 56.3
inv_1: 7 / 26.3
buf_4: 6 / 45.0
fa_1: 5 / 100
ha_1: 3 / 37.5
nand2_1: 3 / 11.3
## per-stage QoR
step	hold slack, ps	setup slack [ps]
finish	1700	-567
CTS	1710	-729
detailed placement	2270	-1440
global route	1740	-645
floorplan	1270	-411
global placement	2270	-1410
## power groups by stage
stage	Sequential, mW	Clock (mW)	Combinational, mW
4_1_cts	0	0	0.0649
5_1_grt	0	0	0.0717
6_report	0	0	0.0622
## final timing paths
| check | from | endpoint | slack [ps] |
|---|---|---|---|
| min | B[1] | C[3] | 1700 |
| max | B[0] | C[5] | -570 |
## layer usage
| metal | GRT usage [%] | share of wire, % | up-vias |
|---|---|---|---|
| li1 | - | - | 114 |
| met2 | 3.37 | 45 | 8 |
| met3 | 1.02 | 16 | 0 |
| met5 | 0 | 0 | - |
| met1 | 2.62 | 38 | 105 |
| met4 | 0 | 0 | 0 |
## final cells by class
class | count | area (um^2) | area share, %
inverter | 7 | 26.3 | 5.50
multi-input combinational | 20 | 238 | 49.7
tap | 46 | 57.6 | 12.0
timing repair buffer | 18 | 156 | 32.7
## repair_timing
action | 4_1_cts | 5_1_grt
pin swaps | 9 | 5
hold endpoints to repair | 0 | 0
gates resized | 42 | 3
buffers inserted | 1 | 0
endpoints found under the setup margin | 5 | 4
## cell families (layout without fill, tap and decap cells)
family	Yosys count	after routing	share of synthesized area, %
buf+inv	13	25	25.8
simple gates	12	12	24.4
fa+ha+maj	8	8	49.8
Power and IR drop assume default switching activity.
