==> flow/design.v <==
module Freq_gen(
    input clock,
    input reset,
    output clk_1Hz
    );
    reg [26:0] counter = 27'd0;
    reg mhz = 1'b0;
    always@(posedge clock, negedge reset)
    if(reset == 0)
        begin
            mhz <= 1'b0;
            counter <= 27'd0;
        end
    else
        begin
            counter <= counter + 1'b1;
            if(counter >= 27'd99999999)
	           counter <= 27'd0;
            else if(counter >= 27'd50000000)
                mhz <= 1'b1;
            else
                mhz <= 1'b0;
        end 
    assign clk_1Hz =  mhz;
endmodule
module Shift_Register_4_beh (		
  output reg	[3: 0]	A_par,	 
  input		[3: 0]	I_par,	 
  input			s1, s0,	 
  			MSB_in, LSB_in,		 
  			CLK, Clear_b		 
);
  always @ (posedge CLK, negedge Clear_b)
    if (~Clear_b) A_par <= 4'b0000;
    else
      case ({s1, s0})
        2'b00: A_par <= A_par;				 
        2'b01: A_par <= {MSB_in, A_par[3: 1]};	 
        2'b10: A_par <= {A_par[2: 0], LSB_in};	 
        2'b11: A_par <= I_par;			 
      endcase
endmodule
module top_shift(
    output [3: 0]	A_par,
    input	[3: 0] I_par,
    input	s1, s0,	
	MSB_in, LSB_in,
  	CLK, Clear_b
    );
    wire clk_1Hz;
    wire clear_not;
    assign clear_not = ~Clear_b;
    Shift_Register_4_beh Shift(
		.A_par(A_par),
		.I_par(I_par),
		.s1(s1),
		.s0(s0),
		.MSB_in(MSB_in),
		.LSB_in(LSB_in),
  		.CLK(clk_1Hz),
		.Clear_b(clear_not)
		);
    Freq_gen Gen(
                .clk_1Hz(clk_1Hz),
                .clock(CLK),
                .reset(clear_not)
            );  
endmodule
==> flow/run.sh <==
#!/bin/bash
# OpenROAD 26Q1-2900-gdf79404cd8, Yosys 0.63+post, stock flow scripts
make -C /OpenROAD-flow-scripts/flow DESIGN_CONFIG=/design/flow/config.mk WORK_HOME=/design/flow/orfs finish
==> flow/config.mk <==
export PLATFORM = sky130hd
export DESIGN_NAME = top_shift
export DESIGN_NICKNAME = top_shift
export VERILOG_FILES = /design/flow/design.v
export SDC_FILE = /design/flow/constraint.sdc
export NUM_CORES = 4
export LEC_CHECK = 1
export CORE_UTILIZATION = 40
==> flow/constraint.sdc <==
current_design top_shift

set clk_period 4.9
set clk_io_pct 0.2

create_clock -name clk0 -period $clk_period [get_ports {CLK}]

set non_clock_inputs [all_inputs -no_clocks]
set_input_delay [expr $clk_period * $clk_io_pct] -clock clk0 $non_clock_inputs
set_output_delay [expr $clk_period * $clk_io_pct] -clock clk0 [all_outputs]
==> results.txt <==
Results of the flow run.

The share of the cycle needed by the critical path after routing stands at 41.70%. The overall die size recorded for this design is 4664 sq um. The post-synthesis share of cell area spent on and-or and or-and gates stands at 12.53%.

The yosys stat cell total stands at 175. The transition time of the tightest slew-check pin stands at 0.3985 ns. STA lists the startpoint of the worst hold path as Gen.counter[23]$_DFF_PP0_.

The detailed router reported a total wirelength of 3356 microns. The final weighted congestion in routability-driven placement stands at 0.8514. TritonCTS built the clock tree. The final number of max-transition violations stands at 0. The final cell count without fillers stands at 239.

Internal power comes to 0.0003131 W. The via-per-instance ratio stands at 5.711. The number of buffers and inverters on the critical path stands at 0. STA classifies the critical path endpoint as a flop.

Of the total power, registers draw 59.6%. The number of levels the H-tree was split into stands at 1. The largest incremental delay on the critical path stands at 0.47 ns.

The capture point of the worst register-to-register path is recorded as Gen.counter[18]$_DFF_PP0_. The worst relative slew slack stands at 73.43%. The detailed placement HPWL stands at 2436 microns. Measured along the y axis, the die boundary spans 68.30 microns. The library cells used most frequently in the layout, excluding fill and tap cells, are 32 x sky130_fd_sc_hd__dfrtp_1, 16 x sky130_fd_sc_hd__nor2_1, 13 x sky130_fd_sc_hd__a21oi_1, 13 x sky130_fd_sc_hd__clkdlybuf4s50_1, 12 x sky130_fd_sc_hd__nand3_1. The clock network is responsible for 35.9% of the overall power. The tally of unique sky130hd cells used after synthesis stands at 35.

Yosys mapped a number of flops with a built-in enable equal to 0. The worst-case clock skew stands at 0.006277 ns. The area growth from synthesis to layout is 13.52%. In this run the critical register-to-register path is launched from Gen.counter[0]$_DFF_PP0_. The worst reg-to-reg path cell count stands at 5. The post-CTS setup repair buffer count stands at 0. The critical path is of the flop to flop type. The aggregate global-route resource usage stands at 17.30%. The area of the placeable core stands at 4115 sq um.

The global-route wire length before repair stands at 6003 microns. The global route stage reports its total congestion overflow as 0. The layout report lists the combined flip-flop and latch area as 800.8 sq um.

The clock period could shrink to 2.043 ns. The via count of the first global-routing pass stands at 1329. Summed over all failing endpoints, the final setup total negative slack is 0 ns. Each instance of the synthesized netlist takes up on average 10.05 sq um. For the worst setup path, the data required time is 5.10 ns.

Per the log, the first TritonRoute iteration ended with a DRC count of 52. Synthesis inferred 32 register bits. The standard-cell row count stands at 23. The leakage power summed over all cells stands at 0.7677 nW. For reference, the critical path cell chain is ha_1 -> nand3_1 -> or3_1 -> or4_1 -> a21oi_1.

The kind of cell with the highest combined delay along the critical path is simple AND/OR/NAND/NOR gates. On the worst setup and hold paths after CTS, the clock-pin slew comes to 0.09 ns. The Yosys step of the flow raised 2 warnings. The mapped cell area stands at 1758 sq um. The routed length per instance stands at 14.04 microns.

The total of max-cap violations stands at 0. The effective utilization at floorplan stands at 42.72%. The script parses the final routing iteration and logs DRC violations as 0. The area fraction in mux cells stands at 5.125%. The worst hold path was traced through 2 stages. The number of warnings the tools reported stands at 27. Entering global routing, the biggest net connects 33 pins. The post-route netlist has 8.466% of its cells at a drive strength greater than 1. Of the combinational cells, the family taking the most area is simple AND/OR/NAND/NOR gates. The overall die width stands at 68.30 microns. The analysis attributes to net switching a power of 0.00007494 W. In this run the remaining antenna-violating nets after routing total 0.

The critical path data arrival time stands at 2.24 ns. The number of fillers in the final layout stands at 381. Of the total power, the share spent switching nets is 19.31%. Port buffering added 13 buffers. The total power per unit cell area stands at 194.4 nW/um^2.

The number of cells after detailed placement stands at 235. In this run the deepest clock path goes through 2 buffers. The slack of the worst reg-to-reg path stands at 2.86 ns. The total vias in the final route stands at 1365. Post-CTS repair ended up resizing 0 cells. Counting endpoints that fail hold in the final report gives 0. The top-level port count stands at 14. In this run, the combinational gates consume 4.6% of the power.

The number of detailed-routing iterations run before antenna repair stands at 4. The timer found 4 register pins that no clock reaches; their paths are not timed. The post-cts hold-fix buffer tally stands at 0. 8 endpoints have no timing constraint. Among logic cells in the layout, the one with the most instances is sky130_fd_sc_hd__dfrtp_1.

The flow reports an fmax of 489.5 MHz. In this run, CTS created clock tree buffers numbering 3. For the worst-skew pair, the clock arrives at the later sink with an insertion delay of 0.27 ns. The flow ran to the end, and the final reports show no timing, DRC or antenna violations. The number of antenna violations at the first check in global routing was 0. The cell-mix breakdown from Yosys lists the simple-gate area share as 25.34%. In this run, the synthesized area fraction spent on xor and xnor cells is recorded as 6.477%.

The largest fanout on the critical path stands at 7. The root buffer cell chosen for the clock tree is sky130_fd_sc_hd__clkbuf_8. The antenna diode count stands at 0. The tightest min-delay check is of the flop to flop type. After Yosys synthesis, full adders, half adders and majority gates account for 1.423% of the synthesized area.

For this run, the chip area from Yosys synthesis comes to 1758 sq um. Counting flops with an async set or reset pin after synthesis yields a share of 100.0%. Per the STA report, the cell with the highest stage delay on the worst path is sky130_fd_sc_hd__dfrtp_1.

The worst hold path terminates at Gen.counter[23]$_DFF_PP0_. Per Yosys stat, the portion of area used by sequential elements is 45.55%. The commonest register cell is sky130_fd_sc_hd__dfrtp_1. The number of failing setup endpoints in the final timing report stands at 0. Setup repair after global routing left no endpoint under its margin. The number of instances in the synthesized netlist stands at 175.

The combined area of the multi-input logic cells stands at 894.6 sq um. The worst-case IR drop observed on VDD is 0.1238 mV. STA classifies the critical path startpoint as a flop.
==> sequential cells by signal, indices dropped and copies added (netlist names) <==
register and cells:
Shift.A_par 4, Gen.counter 27, Gen.mhz 1
==> routing by layer <==
layer / GRT usage, % / vias to the layer above / part of all wire, %
li1: - / 679 / -
met1: 28.02 / 667 / 50
met2: 27.33 / 17 / 48
met3: 1.351 / 2 / 2.2
met4: 1.563 / 0 / 0.51
met5: 0 / - / 0
==> synthesized netlist by cell type (2+ instances only) <==
| master | number | share of area (%) |
|---|---|---|
| sky130_fd_sc_hd__xnor2_1 | 9 | 4.5 |
| sky130_fd_sc_hd__nor4_1 | 4 | 1.4 |
| sky130_fd_sc_hd__a21oi_1 | 13 | 3.7 |
| sky130_fd_sc_hd__or3_1 | 8 | 2.8 |
| sky130_fd_sc_hd__xor2_1 | 4 | 2.0 |
| sky130_fd_sc_hd__clkbuf_1 | 3 | 0.64 |
| sky130_fd_sc_hd__or4_4 | 2 | 1.3 |
| sky130_fd_sc_hd__nor3_1 | 2 | 0.57 |
| sky130_fd_sc_hd__nand3_1 | 12 | 3.4 |
| sky130_fd_sc_hd__nand2_1 | 9 | 1.9 |
| sky130_fd_sc_hd__and4_1 | 6 | 3.0 |
| sky130_fd_sc_hd__inv_1 | 8 | 1.7 |
| sky130_fd_sc_hd__buf_2 | 2 | 0.57 |
| sky130_fd_sc_hd__o21ai_0 | 8 | 2.3 |
| sky130_fd_sc_hd__or4_1 | 5 | 2.1 |
| sky130_fd_sc_hd__mux4_2 | 4 | 5.1 |
| sky130_fd_sc_hd__dfrtp_1 | 32 | 46 |
| sky130_fd_sc_hd__o31ai_1 | 4 | 1.7 |
| sky130_fd_sc_hd__and3_1 | 3 | 1.1 |
| sky130_fd_sc_hd__nor2_1 | 16 | 3.4 |
| sky130_fd_sc_hd__ha_1 | 2 | 1.4 |
| sky130_fd_sc_hd__nand4_1 | 5 | 1.8 |
| sky130_fd_sc_hd__a221oi_1 | 2 | 1.0 |
==> worst max-delay path by stage <==
stage                                     start                   endpoint  slack (ns)  cells after the start
after CTS              Gen.counter[0]$_DFF_PP0_  Gen.counter[18]$_DFF_PP0_        2.88                      5
after global routing  Gen.counter[11]$_DFF_PP0_        Gen.mhz$_DFFE_PP0N_        2.77                      5
final                  Gen.counter[0]$_DFF_PP0_  Gen.counter[18]$_DFF_PP0_        2.86                      5
==> worst register-to-register path: cells and delay by family (launching register included) <==
family | cells | cell delay (ns)
adder cells (fa/ha/maj) | 1 | 0.26
AND/OR/NAND/NOR | 3 | 1.10
flip-flops | 1 | 0.47
AND-OR/OR-AND | 1 | 0.15
==> final cells by class <==
class	instances	area share, %
Clock buffer	4	2.759
Inverter	8	1.505
Multi-Input combinational cell	129	44.83
Sequential cell	32	40.13
Tap cell	50	3.135
Timing Repair Buffer	16	7.649
==> kinds of logic after synthesis <==
| kind of cell | count (synthesis) |
|---|---|
| XOR/XNOR | 13 |
| buffers and inverters | 14 |
| AND-OR/OR-AND | 34 |
| adder cells (fa/ha/maj) | 2 |
| flip-flops | 32 |
| multiplexers | 4 |
| AND/OR/NAND/NOR | 76 |
==> through the flow <==
stage	hold slack [ns]	worst slack, ns	util, %	instance area, sq um	power, W
2_1_floorplan	0.4965	2.953	-	1758	0.0002435
3_3_place_gp	0.5421	2.934	47.16	1941	0.0002538
3_5_place_dp	0.5601	2.912	47.16	1941	0.0002543
4_1_cts	0.5737	2.879	48.50	1996	0.0003943
5_1_grt	0.5947	2.774	48.50	1996	0.0004044
6_report	0.5731	2.857	48.50	1996	0.0003880
==> power groups by stage <==
stage	clock network [W]	registers (W)	logic (W)
CTS	0.000145	0.000231	0.0000186
global route	0.000153	0.000231	0.0000202
finish	0.000139	0.000231	0.0000178
Power and IR drop assume default switching activity.
