`run.sh`:
```
#!/bin/bash
# OpenROAD 26Q1-2900-gdf79404cd8, Yosys 0.63+post, stock flow scripts
make -C /OpenROAD-flow-scripts/flow DESIGN_CONFIG=/design/flow/config.mk WORK_HOME=/design/flow/orfs finish
```
`config.mk`:
```
export PLATFORM = sky130hd
export DESIGN_NAME = BCD_adder
export DESIGN_NICKNAME = BCD_adder
export VERILOG_FILES = /design/flow/design.v
export SDC_FILE = /design/flow/constraint.sdc
export NUM_CORES = 4
export LEC_CHECK = 1
export CORE_AREA = 10 10 70 70
export DIE_AREA = 0 0 80 80
```
`constraint.sdc`:
```
current_design BCD_adder

set clk_period 6.6
set clk_io_pct 0.2

create_clock -name clk0 -period $clk_period

set non_clock_inputs [all_inputs -no_clocks]
set_input_delay [expr $clk_period * $clk_io_pct] -clock clk0 $non_clock_inputs
set_output_delay [expr $clk_period * $clk_io_pct] -clock clk0 [all_outputs]
```
`design.v`:
```
module BCD_adder(
    input [3:0] A,
    input [3:0] B,
    input C0,
    output [3:0] S,
    output C_out
    );
	wire [3:0] Z;
	wire K, X, Y;
	ripple_carry_4_bit_adder Adder1(
			.S({Z[3],Z[2],Z[1],Z[0]}),
			.C4(K),
			.A({A[3],A[2],A[1],A[0]}), 
			.B({B[3],B[2],B[1],B[0]}), 
			.C0(C0)
			);	
	ripple_carry_4_bit_adder Adder2(
			.S({S[3],S[2],S[1],S[0]}),
			.C4( ),
			.A({1'b0,C_out,C_out,1'b0}), 
			.B({Z[3],Z[2],Z[1],Z[0]}), 
			.C0(0)
			);
	and G1(X,Z[3],Z[2]);
	and G2(Y,Z[3],Z[1]);	 
	or  G3(C_out,K,X,Y);
endmodule
module half_adder (S, C, x, y);
  output 	S, C;
  input	x, y;
  xor (S, x, y);
  and (C, x, y);
endmodule
module full_adder (S, C, x, y, z);
  output 	S, C;
  input	x, y, z;
  wire	S1, C1, C2;
  half_adder HA1 (S1, C1, x, y);
  half_adder HA2 (S, C2, S1, z);
  or G1 (C, C2, C1);
endmodule
module ripple_carry_4_bit_adder ( S, C4, A, B, C0);
  output [3: 0] 	S;
  output	C4;
  input [3: 0]	A, B;
  input		C0;
  wire 		C1, C2, C3;	 
  full_adder	
	FA0 (S[0],C1,A[0],B[0],C0),
	FA1 (S[1],C2,A[1],B[1],C1),
	FA2 (S[2],C3,A[2],B[2],C2), 
	FA3 (S[3],C4,A[3],B[3],C3);
endmodule
```
==> changes_impl.md <==
## Implementation

- Outcome: completed
- Final-report max-slew violation count: 0
- Largest net degree at the start of global routing: 4
- Worst hold stages: 3
- Via Count: about 160
- Post-CTS setup buffers: 0
- Comb. cell area: ~140 um2
- Worst EP required: roughly 5300 ps
- Max cap viols: 0
- Post-Syn Area: about 200 um2
- Ys Warns: 1
- Core area: 0.00342 mm2
- Share of layout cells above drive strength 1: 0%
- Arrival @ worst endpoint: 4670 ps
- Final setup viols: 0
- Distinct lib cells: 8
- FP Rows: 21
- Hold Slack: around 3700 ps
- CP Class: in2out
- DR pass1 iterations: 1
- Seq share, synth: 0%
- RePlAce Congestion: slightly below 0.7
- Die height: approximately 80 um
- DRT iter0 DRCs: 0
- Via density: 1.96
- Final wirelength: around 560 um
- DR DRC count: 0
- Hold Path End: S[0]
- Ys cells: 23
- Hold buffer count at cts: 0
- Setup crit end kind: output pin
- Post-route ant nets: 0
- Avg Synthesized Cell Area: between 8 and 9 um2
- Leak: around 0.16 nW
- Post-Place Cells: slightly below 80
- # clk buffers: 0
- Max_slew headroom: 88.3%
- Critical path fanouts, max: 3
- Power per cell area: around 130 mW/mm2
- Worst min-delay path category: in2out
- Die W: approximately 80 um
- Max IR drop VDD: 0.0000232 V
- Flop area: 0 um2
- Port bufs: 14
- Fillers: around 400
- TNS Setup: 0 ps
- Area Growth Syn to Fin: 83.2%
- Chip area: 0.00640 mm2
- Hold_sp: C0
- Antenna violations before repair: 0
- First-pass GRT wire length: around 900 um
- YS chip area: 201 um2
- Vias in the first global route: between 150 and 200
- GR Overflow Total: 0
- Crit start category: input pin
- Minimum clock period: around 6000 ps
- Gr usage total: under 10%
- Worst Max-Slew Pin Slew: between 150 and 200 ps
- Final HPWL DP: between 500 and 600 um
- Log Warnings: 32
- Flops: 0
- Tcrit/Tclk final: slightly above 90%
- Final Hold Viols: 0
- Fin cells: approximately 80
- Largest cells by area after synthesis: fa_1 50%, inv_1 17%, buf_4 15%
- Max-area cell share: about half
- Initial Util: between 5 and 6%
- Post-Syn Instances: 23
- DP Area: between 300 and 400 um2
- Cts repair resizes: 0
- Cell type with the largest total area: fa_1
- Io pins: 14
- RSZ-0062 raised after global routing: false
- Avg WL per Cell: roughly 7.1 um
- ANT cells: 0
- Design area: 369 um2
- Maximum clock rate: between 150 and 200 MHz
[worst max path at each step]
stage         from  endpoint  slack, ps  cells past startpoint
CTS           A[0]      S[2]        600                     13
global route  B[0]      S[2]        450                     13
finish        A[0]      S[2]        610                     13
[routing by layer]
| layer | wire length [um] | up-vias | global-route usage (%) | part of all wire, % |
|---|---|---|---|---|
| met3 | 48 | 0 | 0.568 | 8.5 |
| met1 | 183 | 70 | 1.69 | 33 |
| met5 | 0 | - | 0 | 0 |
| met4 | 0 | 0 | 0 | 0 |
| met2 | 330 | 5 | 3.45 | 59 |
| li1 | - | 80 | - | - |
[critical path: stages]
cell and delay [ps]:
clkdlybuf4s50_1 490, fa_1 180, inv_1 50, fa_1 370
fa_1 360, inv_1 80, fa_1 460, a21o_1 200
ha_1 170, inv_1 60, fa_1 400, inv_1 70
clkdlybuf4s50_1 470
[power by group]
group	internal [mW]	switching [mW]	total, mW
clock network	0	0	0
logic	0.0327	0.0162	0.0489
registers	0	0	0
[layout by cell type, fill, tap and decap left out]
master           instances
clkdlybuf4s50_1         14
ha_1                     1
a21o_1                   1
nand2_1                  1
xnor2_1                  1
inv_1                    9
a21oi_1                  1
fa_1                     5
[logic make-up (layout without fill, tap and decap cells)]
group / count (synthesis) / after routing / synth area share (%)
buf+inv: 13 / 23 / 31.7
simple gates: 1 / 1 / 1.86
fa+ha+maj: 6 / 6 / 55.9
xor+xnor: 1 / 1 / 4.35
compound gates: 2 / 2 / 6.21
[metrics by stage]
step	power [mW]	setup slack, ps	utilization [%]
finish	0.0489	609	10.8
global placement	0.0498	640	10.8
CTS	0.0513	600	10.8
detailed placement	0.0513	598	10.8
global route	0.0559	448	10.8
floorplan	0.0300	1620	-
[synth_stat cells]
cell type and instances:
xnor2_1 1, a21oi_1 1, buf_4 4, nand2_1 1, ha_1 1, a21o_1 1
fa_1 5, inv_1 9
[area by class of cell]
type / count / share of cell area, %
timing repair buffer: 14 / 38.0
tap: 46 / 15.6
multi-input combinational: 10 / 37.3
inverter: 9 / 9.15
No activity file was given, so power comes from the tool's default toggle rates.
